[design/flow/design.v]
module Transmisor(
    input wire trans,
    input wire CKP,
    input wire CPH,
    input wire CLK,
    input wire Reset,
    input wire MISO,
    output reg MOSI,
    output reg SCK,
    output reg CS 
);
reg [1:0] Estado, Prox_estado;
reg [15:0] Dato, Prox_Dato;
reg [7:0] Dato1 = 8'b00000100, Dato1_newdata;  
reg [7:0] Dato2 = 8'b00000001, Dato2_newdata;  
reg [4:0] counter ;
wire Finish_protcol;
assign Finish_protcol = counter == 5'b10001;
wire SCK_escogido;
wire [1:0] MODO;
assign MODO = {CKP, CPH};
assign SCK_escogido = (MODO == 0 || MODO == 3) ? SCK : ~SCK;
reg CLK_div2;
reg [1:0] Count_clock;
parameter Reposo = 2'b00;
parameter Trans = 2'b01;
always @(posedge CLK) begin
    if (Reset == 1) begin
        Estado <= Reposo;
        CLK_div2 <= 0;
        Count_clock <= 0;
        Dato <= {Dato1, Dato2};
        MOSI <= 0;
        counter <= 0;
    end else begin
        Estado <= Prox_estado;
        CLK_div2 <= ~CLK_div2;
        Count_clock <= Count_clock +1;
    end
end
always @(posedge SCK_escogido ) begin
    if (trans == 0) begin
        counter <= 0;
    end else begin
        counter <= counter +1;
        Dato <= Prox_Dato;
    end
end
always @(*) begin
    Prox_Dato = Dato;
    Prox_estado = Estado;
    case (Estado)
        Reposo: begin
            Dato1_newdata = Dato[15:8];
            Dato2_newdata = Dato[7:0];
            counter = 0;
            CS = 1;
            if (CKP) begin
                SCK = 1;
            end else begin
                SCK = 0;
            end
            if (trans && Finish_protcol == 0) begin
                Prox_estado = Trans;
            end else begin
                Prox_estado = Reposo;
            end
        end
        Trans: begin
            CS = 0;
            SCK = Count_clock[1];
            if (counter == 0) begin
                MOSI = Dato[15];
            end else begin
                MOSI = Dato[15];
                Prox_Dato = {Dato, MISO};
            end
            if (Finish_protcol) begin
                Prox_estado = Reposo;
            end
        end
    endcase
end
endmodule
[design/flow/run.sh]
#!/bin/bash
# OpenROAD 26Q1-2900-gdf79404cd8, Yosys 0.63+post, stock flow scripts
make -C /OpenROAD-flow-scripts/flow DESIGN_CONFIG=/design/flow/config.mk WORK_HOME=/design/flow/orfs finish
[design/flow/config.mk]
export PLATFORM = sky130hd
export DESIGN_NAME = Transmisor
export DESIGN_NICKNAME = Transmisor
export VERILOG_FILES = /design/flow/design.v
export SDC_FILE = /design/flow/constraint.sdc
export NUM_CORES = 4
export LEC_CHECK = 1
export CORE_AREA = 10 10 70 70
export DIE_AREA = 0 0 80 80
[design/flow/constraint.sdc]
current_design Transmisor

set clk_period 1.2
set clk_io_pct 0.2

create_clock -name clk0 -period $clk_period [get_ports {CLK}]

set non_clock_inputs [all_inputs -no_clocks]
set_input_delay [expr $clk_period * $clk_io_pct] -clock clk0 $non_clock_inputs
set_output_delay [expr $clk_period * $clk_io_pct] -clock clk0 [all_outputs]
==> results.yml <==
# generated from flow reports
status:
  status: "finished, final reports clean"
logic_synthesis:
  synth_cell_type_count: 10
  synth.avg_cell_area_um2: 10.4
  ys_area_um2: 176
  synthCells: 17
  ys.flops: 6
  yosys_cells: 17
  syn_area_um2: 176
  yosys_warnings: 35
layout:
  fin_util_pct: 8.75
  nFillCells: 401
  area_delta_synth_final_pct: 69.5
  drive_above_1_share_pct: 16.7
sta:
  finalClockPeriodUsage_pct: 62.6
  setup_violations: 0
  min_period_ps: 751
  finalHoldViolations: 0
  rsz0062_at_grt: "no"
  slew_violations: 0
  fin_ws_ps: 449
  fmax_mhz: 1330
  unclocked_regs: 2
  untimed_endpoints: 4
  fin_tns_setup_ps: 0
  worst_hold_slack_ps: 424
  fin_skew_ps: 2.21
drt:
  wl_per_cell_um: 5.31
  n_antenna_cell: 0
  drtPass1Iterations: 2
  vias: 119
  drc: 0
  antenna_left: 0
  routed_wl_um: 372
  avgViaCountPerCell: 1.70
  drt_iter0_drc: 5
power_and_ir_drop:
  power_density_nw_per_um2: 1190
  power.leakage_nw: 0.118
  ir_worst_vdd_v: 0.000269
clock_network:
  root_buffer: "clkbuf_4"
  worstSkewPairLatency_ps: 230
  clk_path_buf_depth: 2
  cts_buffers: 3
  path_clk_slew_ps: 30
  postCtsHoldBufs: 0
  htree_levels: 1
  cts_setup_buffers: 0
  cts_tree: "built"
  cts_resized: 0
flow_run:
  tool_warnings: 27
  maxCapViolations: 0
critical_path:
  slowest_stage: "clkdlybuf4s50_1"
  cp_num_buf_inv: 2
  worstSetupStartpointType: "input pin"
  crit_path_max_fanout: 2
  crit_path_cell_trace: "clkdlybuf4s50_1 -> inv_1 -> a21o_1"
  r2r_slack_ps: 560
  cp-end-kind: "register"
  max_stage_delay_ps: 450
  critical_path_arrival_ps: 870
  critical_path_class: "input pin to register"
  worst_ep_required_time_ps: 1320
  crit_family: "buffers and inverters"
floorplanning:
  die_h_um: 80
  ioPinCount: 9
  num_rows: 21
  core_um2: 3420
  die_w_um: 80
  fp_util_pct: 5.16
  chip_area_um2: 6400
global_routing:
  grt_pass1_vias: 135
  grt_pass1_wl_um: 614
  antenna_found_initial: 0
  grt_util_all_layers_pct: 1.39
  grt_max_degree: 5
  grt_overflow_total: 0
place:
  io_buffers: 5
  dpl_worst_slack_ps: 201
  gp_congestion: 0.643
min_path:
  hp-class: "register to register"
per-layer routing:
| layer | GRT usage, % | vias up | wire (um) |
|---|---|---|---|
| li1 | - | 64 | - |
| met1 | 1.07 | 48 | 134 |
| met2 | 1.36 | 7 | 114 |
| met3 | 2.84 | 0 | 124 |
| met4 | 0.352 | 0 | 0 |
| met5 | 0 | - | 0 |
area by class of cell:
type,instances,area [um^2],area share [%]
clock buffers,3,22.5,7.53
flip-flops and latches,6,110,36.8
repair buffers,5,50.0,16.7
inverters,2,7.51,2.51
well taps,46,57.6,19.2
multi-input cells,8,51.3,17.2
through the flow:
| step | area, um^2 | total power (W) | std cells |
|---|---|---|---|
| final | 299 | 0.000357 | 70 |
| after global placement | 277 | 0.000193 | 67 |
| after floorplan | 176 | 0.000179 | 17 |
| after global routing | 299 | 0.000390 | 70 |
| after detailed placement | 277 | 0.000195 | 67 |
| after CTS | 299 | 0.000368 | 70 |
state kept, by name, indices dropped and copies added, names as in the netlist:
name / flops
CS: 1
Count_clock: 2
Estado: 2
SCK: 1
cells by family after synthesis:
kind of cell / count (synthesis) / synth area share (%)
AOI/OAI and AO/OA: 2 / 7.09
buffers and inverters: 3 / 8.51
latches: 2 / 17.0
xor gates and xnor gates: 1 / 4.97
muxes: 1 / 8.51
other: 1 / 2.13
and+or+nand+nor: 3 / 6.38
DFF: 4 / 45.4
where the power goes:
group / internal (W) / switching, W
registers: 0.000151 / 0.00000759
clock network: 0.000112 / 0.0000525
logic: 0.0000238 / 0.0000104
worst paths after layout:
path                        startpoint                         to  depth (start not counted)
max reg2reg  Count_clock[1]$_SDFF_PP0_  Count_clock[1]$_SDFF_PP0_                          2
min          Count_clock[0]$_SDFF_PP0_  Count_clock[0]$_SDFF_PP0_                          1
min reg2reg  Count_clock[0]$_SDFF_PP0_  Count_clock[0]$_SDFF_PP0_                          1
max                              trans          Estado[0]$_DFF_P_                          3
cell usage in the layout, fill, tap and decap left out, types with 2 or more instances in the layout:
cell / n
clkbuf_4: 3
clkdlybuf4s50_1: 5
dfxtp_1: 4
dlxtn_1: 2
inv_1: 2
nor2_1: 3
synthesized netlist by cell type:
cell type | number | area [um^2]
a21oi_1 | 1 | 5.00
dfxtp_1 | 4 | 80.1
dlxtn_1 | 2 | 30.0
buf_4 | 1 | 7.51
inv_1 | 2 | 7.51
nor2_1 | 3 | 11.3
a21o_1 | 1 | 7.51
mux2_4 | 1 | 15.0
xnor2_1 | 1 | 8.76
conb_1 | 1 | 3.75
Power and IR drop assume default switching activity.
